[flow/design.v]
module reg_file (
    input  logic        clock,
    input  logic        ref_enable,
    input  logic [ 4:0] rs_2,
    input  logic [ 4:0] rs_1,
    input  logic [ 4:0] red,
    input  logic [31:0] writedata,
    output logic [31:0] redata_1,
    output logic [31:0] redata_2
);
    logic [31:0] reg_memory [0:31];
    always_comb 
    begin 
        redata_1 = reg_memory[rs_1];
        redata_2 = reg_memory[rs_2];
    end
    always_ff @(posedge clock) 
    begin
        if (ref_enable)
        begin
            if (reg_memory[0] != red)
            begin
                reg_memory[red] <= writedata;
            end
        end
    end
endmodule
[flow/run.sh]
#!/bin/bash
# OpenROAD 26Q1-2900-gdf79404cd8, Yosys 0.63+post, stock flow scripts
make -C /OpenROAD-flow-scripts/flow DESIGN_CONFIG=/design/flow/config.mk WORK_HOME=/design/flow/orfs finish
[flow/config.mk]
export PLATFORM = sky130hd
export DESIGN_NAME = reg_file
export DESIGN_NICKNAME = reg_file
export VERILOG_FILES = /design/flow/design.v
export SDC_FILE = /design/flow/constraint.sdc
export NUM_CORES = 4
export LEC_CHECK = 1
export CORE_UTILIZATION = 40
[flow/constraint.sdc]
current_design reg_file

set clk_period 8.1
set clk_io_pct 0.2

create_clock -name clk0 -period $clk_period [get_ports {clock}]

set non_clock_inputs [all_inputs -no_clocks]
set_input_delay [expr $clk_period * $clk_io_pct] -clock clk0 $non_clock_inputs
set_output_delay [expr $clk_period * $clk_io_pct] -clock clk0 [all_outputs]
==> summary.txt <==
Notes on the physical design

The arrival time of data at the worst endpoint is listed as 4.98 ns. The async set or reset register ratio after synthesis is 0%. The synthesized area is roughly 50000 sq um. The number of top-level pins is 113.

The share of Yosys cell area claimed by the top area cell type is 63.2%. The latest clock arrival within the worst-skew pair is 0.67 ns. The placement summary gives the final routability congestion estimate as ~0.88. The iteration count recorded for the first detailed-route pass is 5.

The number of buffers added for setup after CTS is 0. The synthesis report names the predominant flop master as edfxtp_1. For this block, the routed nets add up to between 150000 and 200000 microns of wire. Summed over all nets, the half-perimeter wirelength after detailed placement is around 83000 microns. Summed over all routing layers, the global router reports a total usage of 26.7%. The number of clock sinks is 1024. The hold path startpoint is reg_memory[0][5]. The logs give a warning total of 26. The portion of the post-synthesis area used by sequential elements is roughly 63%. The clock-pin slew on the worst setup and hold paths is approximately 0.060 ns. The count of unresolved DRC violations after routing is 0.

Yosys reported a register bit count of around 1000. The initialized floorplan defines 127 standard-cell rows. Post-synthesis, Yosys gives the total cell area as 48600 sq um. The final setup skew is roughly 0.022 ns. The initial cell density of the core is slightly above 40%. The number of hold-slack violations in the final timing report is 0. The fraction of the core area covered by cells at the end of the flow is 46.0%. The minimum period implied by the final worst setup slack is 6.60 ns. Per the OpenROAD power report, leakage power amounts to 20.1 nW.

In this run the critical register-to-register path is captured at reg_memory[15][22]. The adder-cell area share of the yosys netlist is 0%. The clock tree from TritonCTS is yes.

Summed over all layers, the global routing overflow is 0. Once detail routing completed, the nets flagged for antenna violations numbered 0. The number of global-route vias before repair is ~32000.

TritonRoute output was used to compute an average wire per cell of just under 30 microns. Setup repair after global routing left no endpoint under its margin. The number of buffers on the longest clock path is 3. The warning tally printed by Yosys for this design is 1. The achievable frequency is 151 MHz. The number of antenna violations at the first check in global routing is 2. On the worst path, the slowest cell contributes a delay of between 0.9 and 1 ns.

The wire length of the first global-routing pass is about 220000 microns. The worst register-to-register path has a depth of 5. The tool flagged a number of max-cap violations equal to 0. reg_memory holds more flip-flops than any other register.

After floorplanning, the core was sized to cover 120000 sq um. The timing report shows that the slowest cell on the worst path is nor2b_4. Yosys attributes the largest share of cell area to edfxtp_1, mux2i_1, a22oi_1, a22o_1, nand3_1. The register with the most flip-flops in the layout has between 1000 and 1500 of them. Per the placement log, port buffering inserted between 100 and 150 buffers. The die is roughly 350 microns tall.

The post-synthesis share of cell area spent on and, or, nand and nor gates is a little under 5%. Counting the buffers created by CTS gives about 100. The peak supply drop is roughly 180 uV. For reference, the critical path is launched at rs_2[0]. Per the synthesis report, the AND-OR/OR-AND share of the synthesized area is under 10%. The maximum number of pins on one net before global-route repair is a little over 90.

The final timing summary puts the cycle share of the worst path at slightly above 80%. The layout overhead on the synthesized area is 13.7%. The startpoint identified for the worst register-to-register timing path is reg_memory[0][23]. The via count of the routed design is ~31000. The critical path goes through clkdlybuf4s50_1, nor2b_4, buf_12, buf_12, a22o_1, nor3_1, a31oi_1, nand3_1, clkdlybuf4s50_1. The run finished with clean final reports. The portion of netlist area occupied by mux cells is 21.1%.

The post-cts sizing count is 0. The cell area power density is between 200 and 250 nW/um^2. The synthesis run shows the most used standard cells to be edfxtp_1, mux2i_1, nand2_1. The count of cell types in the netlist is 26. For reference, the final report shows the max-slew violation count at 0.

The script logs the ratio of routed vias to standard cells as between 6 and 7. The kind of launch point of the worst setup path is an input pin. The largest total area in the synthesized netlist belongs to edfxtp_1. The path class of the tightest hold or removal check is reg -> reg.

The total number of H-tree levels is 3. The violation count after the first detailed-routing iteration is 2045. Hold repair after CTS inserted 0 buffers. The post-placement worst setup slack is roughly 1.6 ns. The synthesized netlist devotes less than 1% of its cell area to XOR and XNOR gates. The top fanout value on the critical path is 24.

The chip occupies approximately 120000 sq um. Measured against its own limit, the worst slew margin works out to about a quarter. Setup total negative slack on the finished layout was measured at 0 ns.

The kind of capture point of the worst setup path is a primary output. In the post-route analysis, the smallest setup slack over all paths is ~1.5 ns. Per the finish-stage timing summary, setup violations number 0. The clock root buffer is clkbuf_16. Looking at the max-slew report, the worst-margin pin has a slew of 1.13 ns. The largest registers in the layout are reg_memory: 1024 flops. The layout summary lists the proportion of cells stronger than drive strength 1 as roughly 9%. The worst hold path was traced through 4 stages. By startpoint and endpoint, the worst setup path is classified as in -> out. A synthesized cell averages between 10 and 15 sq um.

The combinational family with the most area after synthesis is multiplexers. The reg-to-reg setup timing slack is approximately 4.6 ns. The required time at the endpoint of the critical path is between 6 and 7 ns. In the hold report, the worst path ends at reg_memory[6][1]. The die is 351 microns wide. After synthesis, the design contains roughly 3400 cells according to Yosys.

Per the post-synthesis report, the number of cells in the design is 3407. Counting flops with a built-in enable in the synthesized netlist gives around 1000.
area by class of cell:
class	instances	area, sq um
Clock inverter	50	405
Fill cell	10300	65000
Sequential cell	1024	30700
Multi-Input combinational cell	2131	17000
Tap cell	1612	2020
Timing Repair Buffer	235	2330
Antenna cell	1	2.50
Clock buffer	131	2810
worst max-delay path, delay by kind of cell:
family | cells | cell delay [ns]
compound gates | 2 | 0.49
simple gates | 3 | 1.22
buf+inv | 4 | 1.62
power breakdown:
part	leakage, nW	total, mW	internal (mW)	switching, mW
logic	9.33	1.10	0.414	0.684
registers	9.22	5.92	5.90	0.0260
clock network	1.58	4.61	2.65	1.96
total	20.1	11.6	8.96	2.67
worst max-delay path by stage:
| stage | endpoint | slack (ns) | cells after the start |
|---|---|---|---|
| CTS | redata_2[14] | 1.60 | 8 |
| global route | redata_2[14] | 1.41 | 8 |
| finish | redata_2[7] | 1.50 | 9 |
stage by stage:
step	total power, mW	hold slack (ns)	instance area [sq um]	std cells
floorplan	6.62	1.72	48600	3407
global placement	7.12	1.26	52100	5002
detailed placement	7.12	1.26	52100	5002
CTS	11.7	1.28	55300	5183
global route	12.0	1.35	55300	5183
finish	11.6	1.27	55300	5184
cell usage in the layout (no fill, tap or decap), types with 2 or more instances in the layout:
master / instances
a22oi_1: 192
nor2b_4: 4
nor2_1: 3
or2_2: 2
nand2b_2: 4
nand2_2: 2
nor2_4: 34
buf_8: 2
nor3_1: 64
bufinv_16: 7
nor2b_1: 5
clkinv_1: 24
nand2_1: 195
nand3_1: 196
o21ai_4: 3
edfxtp_1: 1024
a31oi_1: 64
a21oi_1: 192
clkbuf_16: 109
clkbuf_1: 22
nor4_1: 6
buf_4: 101
and2_4: 2
clkdlybuf4s50_1: 110
clkinv_2: 16
xor2_1: 5
inv_6: 2
buf_12: 22
or4_1: 2
a22o_1: 128
mux2i_1: 1024
cell families (layout without fill, tap and decap cells):
group	Yosys count	count (layout)
buf+inv	252	416
mux	1024	1024
other cells	0	1
simple gates	522	522
xor+xnor	5	5
flops	1024	1024
compound gates	580	580
per-layer routing:
layer | track usage [%] | wire, microns | up-vias
li1 | - | - | 13600
met1 | 33.8 | 55100 | 15400
met4 | 7.37 | 5260 | 6
met3 | 16.4 | 22300 | 290
met5 | 0.746 | 151 | -
met2 | 39.8 | 70700 | 1742
Power and IR drop assume default switching activity.
