## ./run.sh

```bash
#!/bin/bash
# OpenROAD 26Q1-2900-gdf79404cd8, Yosys 0.63+post, stock flow scripts
make -C /OpenROAD-flow-scripts/flow DESIGN_CONFIG=/design/flow/config.mk WORK_HOME=/design/flow/orfs finish
```

## ./config.mk

```make
export PLATFORM = sky130hd
export DESIGN_NAME = alu
export DESIGN_NICKNAME = alu
export VERILOG_FILES = /design/flow/design.v
export SDC_FILE = /design/flow/constraint.sdc
export NUM_CORES = 4
export LEC_CHECK = 1
export CORE_UTILIZATION = 40
export SYNTH_HDL_FRONTEND = slang
```

## ./constraint.sdc

```tcl
current_design alu

set clk_period 16.7
set clk_io_pct 0.2

create_clock -name clk0 -period $clk_period

set non_clock_inputs [all_inputs -no_clocks]
set_input_delay [expr $clk_period * $clk_io_pct] -clock clk0 $non_clock_inputs
set_output_delay [expr $clk_period * $clk_io_pct] -clock clk0 [all_outputs]
```

## ./design.v

```verilog
module alu (
    input  logic [ 3:0] aluop,
    input  logic [31:0] oprand_a,
    input  logic [31:0] oprand_b,
    output logic [31:0] oprand_reset
);
    logic sra;
    always_comb
    begin 
        case(aluop)
            4'b0000: oprand_reset = oprand_a  +  oprand_b;                                     
            4'b0001: oprand_reset = oprand_a  -  oprand_b;                                     
            4'b0010: oprand_reset = oprand_a  << oprand_b[4:0];                                
            4'b0011: oprand_reset = ($signed(oprand_a) < $signed(oprand_b)) ? 32'b1 : 32'b0;   
            4'b0100: oprand_reset = (oprand_a  <  oprand_b) ? 32'b1 : 32'b0;                  
            4'b0101: oprand_reset = oprand_a  ^  oprand_b;                                   
            4'b0110: oprand_reset = oprand_a  >> oprand_b[4:0];                               
            4'b0111: 
                    begin
                    sra = oprand_a[31]==1? 1'b1:1'b0;
                    if(sra)
                    begin
                        oprand_reset = $signed(oprand_a) >>> oprand_b[4:0];
                    end
                    else
                    begin
                        oprand_reset = oprand_a  >> oprand_b[4:0];                              
                    end
                    end
            4'b1000: oprand_reset = oprand_a  |  oprand_b;                                     
            4'b1001: oprand_reset = oprand_a  &  oprand_b;                                    
            4'b1010: oprand_reset = oprand_b;                                    
            default: oprand_reset = 32'b0;                                         
        endcase
    end
endmodule
```

==> results.rst <==
Run summary
-----------

.. list-table::
   :header-rows: 1

   * - Metric
     - Value
   * - Layout clock buffers
     - 0
   * - Leading cell types in the layout, fill and taps excluded
     - 148 x sky130_fd_sc_hd__nand2_1, 140 x sky130_fd_sc_hd__nor2_1, 118 x sky130_fd_sc_hd__a21oi_1
   * - Number of DRC violations after detailed routing
     - 0
   * - Chip area estimate from yosys synthesis
     - 9430 um2
   * - Initial Utilization
     - 0.413
   * - Ratio of cells with drive above 1 in the final layout
     - 0.0878
   * - Final cell utilization of the core
     - 0.462
   * - OpenROAD warning count
     - 100
   * - Max_slew headroom
     - 0.354
   * - FF/Latch Area
     - 0 um2
   * - Crit Path Max Fanout
     - 48
   * - Residual overflow from global routing
     - 0
   * - Tmin final
     - 11.20 ns
   * - Relative area change from synthesis to final layout
     - 11.9%
   * - Via-to-Cell Ratio
     - 6.74
   * - Row count
     - 55
   * - RSZ-0062 raised after global routing
     - false
   * - I/O pin count
     - 100
   * - Number of vias after detailed routing
     - 11638
   * - Sequential area share after synthesis
     - 0
   * - Initial DRC Count
     - 1387
   * - Total number of yosys warnings
     - 0
   * - Maximum number of pins on one net before global-route repair
     - 55
   * - Upper clock frequency limit
     - 89.3 MHz
   * - Vias in the first global route
     - 10827
   * - Top Family by Delay on Critical Path
     - buffers and inverters
   * - Most common cell after layout, fill and taps aside
     - sky130_fd_sc_hd__nand2_1
   * - Cell count after synthesis
     - 1401
   * - Number of buffer and inverter instances along the worst setup path
     - 5
   * - Avg Synthesized Cell Area
     - 6.73 um2
   * - Number of port buffers
     - 100
   * - Final wirelength
     - 48300 um
   * - Overall chip area
     - 24200 um2
   * - First-pass GRT wire length
     - 71300 um
   * - Router iterations before antenna repair
     - 5
   * - Final tally of hold violations
     - 0
   * - ANT cells
     - 0
   * - Hold-critical path depth
     - 4
   * - Actual transition at the worst max-transition pin
     - 0.966 ns
   * - Total global-route track usage
     - 0.408
   * - PD cells
     - 35.0 nW/um2
   * - Highest cell delay on the worst timing path
     - 0.53 ns
   * - Maxcap violations
     - 0
   * - Critical Path Stages
     - 13
   * - Crit path cell chain
     - clkdlybuf4s50_1 > buf_4 > inv_1 > buf_4 > ha_1 > or4_1 > o211ai_1 > a31oi_1 > o211ai_1 > nand3_1 > o311ai_0 > a31oi_1 > clkdlybuf4s50_1
   * - Hold Path Class
     - primary input to primary output
   * - Final period util
     - 0.671
   * - Die outline height
     - 156 um
   * - Setup Total Neg Slack
     - 0 ns
   * - Total design power
     - 0.369 mW
   * - DPL Wire Length
     - 36800 um
   * - Unique cell types
     - 81
   * - Cell Area, Synth
     - 9430 um2
   * - Critical Path Slowest Stage Cell
     - sky130_fd_sc_hd__or4_1
   * - Required time at the endpoint of the critical path
     - 13.36 ns
   * - Category of the worst setup path capture point
     - primary output
   * - Number of antenna violations at the first check in global routing
     - 0
   * - Routability congestion estimate from global placement
     - 1.04
   * - Hold Buf Count CTS
     - 0
   * - Floorplan die width
     - 156 um
   * - Post-CTS setup buffers
     - 0
   * - # resized after CTS
     - 0
   * - Core area
     - 22800 um2
   * - Path type of the worst setup path
     - primary input to primary output
   * - Number of max-slew violations in the final report
     - 0
   * - Static Leakage
     - 4.26 nW
   * - Element type at the critical path start
     - primary input
   * - Final setup viols
     - 0
   * - Worst EP arrival
     - 7.86 ns
   * - Average wire length per cell after detail routing
     - 28.0 um
   * - Outcome
     - finished clean
   * - FFs & Latches
     - 0
   * - Remaining number of nets flagged by the antenna check after routing
     - 0
   * - Peak supply drop
     - 0.0335 mV
   * - Cell total in the yosys stat output
     - 1401
## synth_stat cells, drive strengths merged (18+ instances only)
cell type / instances / area [um2]
nor2: 142 / 533
a31oi: 27 / 169
inv: 101 / 379
ha: 100 / 1250
nor3: 28 / 140
o21ai: 99 / 495
nand3: 21 / 105
a22oi: 19 / 143
mux4: 41 / 931
o22ai: 22 / 138
nand2: 148 / 556
o211ai: 31 / 233
clkbuf: 79 / 297
buf: 37 / 195
mux2i: 48 / 480
a221oi: 25 / 219
mux2: 25 / 282
a211oi: 20 / 150
a21o: 18 / 135
a21oi: 118 / 591
## cell families after synthesis
group	synth area share
muxes	0.180
adders and majority gates	0.137
buffers and inverters	0.0928
xor gates and xnor gates	0.00372
and+or+nand+nor	0.222
AOI/OAI and AO/OA	0.365
## layout make-up
cell class	count	area, um2
Fill cell	2432	12300
Multi-Input combinational cell	1183	8580
Timing Repair Buffer	128	1190
Tap cell	313	392
Inverter	102	383
## stage by stage
step	setup slack [ns]	instances	hold slack, ns	instance area, um2
finish	5.50	1726	7.82	10600
global route	5.21	1726	7.87	10600
CTS	5.66	1726	7.83	10600
detailed placement	5.67	1726	7.83	10600
global placement	5.71	1726	7.83	10600
floorplan	6.73	1401	6.77	9430
## metal layers
| layer | GRT usage | part of all wire | up-vias |
|---|---|---|---|
| met4 | 0.205 | 0.062 | 0 |
| met2 | 0.631 | 0.45 | 717 |
| met5 | 0 | 0 | - |
| met1 | 0.558 | 0.41 | 5458 |
| li1 | - | - | 5323 |
| met3 | 0.0593 | 0.087 | 140 |
## where the power goes
group	leakage, nW	switching [mW]	total, mW	internal (mW)
sequential	0	0	0	0
combinational	4.26	0.226	0.369	0.142
clock	0	0	0	0
total	4.26	0.226	0.369	0.142
## final timing paths
kind                            to  slack (ns)          from
setup / recovery  oprand_reset[25]        5.50   oprand_b[4]
hold / removal    oprand_reset[20]        7.82  oprand_b[20]
No activity file was given, so power comes from the tool's default toggle rates.
